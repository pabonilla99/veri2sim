**flow/config.mk**
```make
export PLATFORM = sky130hd
export DESIGN_NAME = ALU
export DESIGN_NICKNAME = ALU
export VERILOG_FILES = /design/flow/design.v
export SDC_FILE = /design/flow/constraint.sdc
export NUM_CORES = 4
export LEC_CHECK = 1
export CORE_AREA = 10 10 70 70
export DIE_AREA = 0 0 80 80
```
**flow/constraint.sdc**
```tcl
current_design ALU

set clk_period 1.4
set clk_io_pct 0.2

create_clock -name clk0 -period $clk_period

set non_clock_inputs [all_inputs -no_clocks]
set_input_delay [expr $clk_period * $clk_io_pct] -clock clk0 $non_clock_inputs
set_output_delay [expr $clk_period * $clk_io_pct] -clock clk0 [all_outputs]
```
**flow/design.v**
```verilog
module ALU (
    input  [1:0] sel,
    input  [3:0] a,
    input  [3:0] b,
    output [3:0] c,
    output carry
);
    always @(a or b or sel) begin
        if (sel == 0) begin
            c = ~b;  
            carry = 0;
        end 
        else if (sel == 1) begin
            c = a & b;  
            carry = 0;
        end
        else if (sel == 2) begin
            c = a | b;  
            carry = 0;
        end
        else begin
            carry = 1;  c = 3;
        end
    end
endmodule
```
**flow/run.sh**
```bash
#!/bin/bash
# OpenROAD 26Q1-2900-gdf79404cd8, Yosys 0.63+post, stock flow scripts
make -C /OpenROAD-flow-scripts/flow DESIGN_CONFIG=/design/flow/config.mk WORK_HOME=/design/flow/orfs finish
```
==> flow_metrics.env <==
# flow metrics
export IMPL_total_congestion_overflow_after_global_routing=0
export IMPL_data_arrival_time_of_the_worst_path_ps=1080
export IMPL_die_height_um=80
export IMPL_power_leakage_nw=0.1636
export IMPL_area_growth_pct=172.0
export IMPL_wl_um=642
export IMPL_via_count_of_the_first_global_routing_pass=226
export IMPL_antenna_found_initial=0
export IMPL_fillers=404
export IMPL_endpoint_kind="output port"
export IMPL_report_final_slew_viol_count=0
export IMPL_crit_required_ps=1120
export IMPL_cp_start_kind="input port"
export IMPL_drc=0
export IMPL_grt_first_pass_wirelength_um=1062
export IMPL_routed_via_density=2.646
export IMPL_finalPower_w=0.00008481
export IMPL_std_cell_rows=21
export IMPL_tightest_slew_ps=99.59
export IMPL_largest_area_cell="o32a_1"
export IMPL_synth_cell_area_um2=133.9
export IMPL_min_period_over_period_pct=96.90
export IMPL_vdd_ir_drop_worst_mv=0.08377
export IMPL_hold_violations=0
export IMPL_firstDrtPassIters=4
export IMPL_top_cell="nand3_1"
export IMPL_drt_initial_drc_count=6
export IMPL_postSynthCellCount=18
export IMPL_antenna_cells=0
export IMPL_min_path_type="input port to output port"
export IMPL_synth_cell_type_count=14
export IMPL_timing_final_crit_period_ps=1357
export IMPL_timing_max_cap_violations=0
export IMPL_seq_cells=0
export IMPL_postLayoutCoreUtil_pct=10.66
export IMPL_cts_hold_buf=0
export IMPL_ys_top_cells_by_area="o32a_1 15%, nand3_1 11%, nand2b_4 10%"
export IMPL_post_route_cells_drive_above_1_share_pct=41.67
export IMPL_chipArea_um2=6400
export IMPL_postRouteAntennaNets=0
export IMPL_ys_warnings_count=9
export IMPL_status="completed"
export IMPL_synth_area_yosys_um2=133.9
export IMPL_floorplan_die_width_um=80
export IMPL_synth_cells_yosys=18
export IMPL_unrepaired_setup_endpoints_after_global_routing="false"
export IMPL_clock_buffer_count=0
export IMPL_timing_max_slew_rel_slack_pct=93.32
export IMPL_pwr_density_cell_nw_per_um2=232.9
export IMPL_grtUsageTotal_pct=2.032
export IMPL_io_pin_count=15
export IMPL_placeable_core_area_um2=3416
export IMPL_detail_route_wl_per_cell_um=7.829
export IMPL_syn_area_per_cell_um2=7.438
export IMPL_synth_top_area_share_pct=14.95
export IMPL_max_clock_freq_mhz=737.1
export IMPL_setup_viol=0
export IMPL_layout_area_comb_um2=126.4
export IMPL_buffer_ports_inserted=15
export IMPL_netlist_top_cells_count="3 x nand3_1, 2 x o21ai_0, 2 x o32a_1"
export IMPL_worst_setup_path_type="input port to output port"
export IMPL_grt_start_max_net_pins=9
export IMPL_fin_hold_ws_ps=873.5
export IMPL_detailed_place_hpwl_um=565.1
export IMPL_place_gp_congestion=0.7555
export IMPL_regArea_um2=0
export IMPL_ys_seq_share_pct=0
export IMPL_fp_util_pct=3.919
export IMPL_vias=217
export IMPL_worst_path_max_fanout=2
export IMPL_openroad_warnings=32
## logic make-up (layout without fill, tap and decap cells)
kind of cell	after synthesis	in the layout	synth area share (%)
simple gates	8	8	42.05
mux	1	1	8.411
buf+inv	2	20	11.21
compound gates	7	7	38.32
## placed cells by master (no fill, tap or decap), types with 2 or more instances in the layout
| cell type | instances |
|---|---|
| buf_4 | 2 |
| o32a_1 | 2 |
| o21ai_1 | 2 |
| clkbuf_2 | 2 |
| buf_6 | 4 |
| clkdlybuf4s15_1 | 3 |
| nand3_1 | 3 |
| dlymetal6s2s_1 | 2 |
| dlygate4sd2_1 | 4 |
## per-layer routing
metal | vias to the layer above | global-route usage (%) | part of all wire, %
li1 | 106 | - | -
met1 | 94 | 3.428 | 62
met2 | 17 | 2.006 | 23
met5 | - | 0 | 0
met4 | 0 | 0 | 0
met3 | 0 | 1.250 | 15
## critical path, cell delays in order
cell           delay, ps
dlygate4sd2_1        240
o32a_1               310
dlygate4sd2_1        240
## through the flow
stage | std cells | TNS (ps) | area (um^2) | setup WS [ps]
2_1_floorplan | 18 | 0 | 133.9 | 347.9
3_3_place_gp | 80 | -2752 | 345.3 | -580.9
3_5_place_dp | 80 | -2966 | 345.3 | -608.1
4_1_cts | 82 | 0 | 359.1 | 2.376
5_1_grt | 82 | 0 | 364.1 | 13.94
6_report | 82 | 0 | 364.1 | 43.33
## layout make-up
class,count,share of cell area (%)
tap,46,15.81
timing repair buffer,19,48.45
multi-input combinational,16,34.71
inverter,1,1.031
## power breakdown
part	internal [W]	switching, W	total, W
sequential	0	0	0
clock	0	0	0
combinational	0.0000564	0.0000284	0.0000848
## what timing repair did
action,4_1_cts,5_1_grt
buffers inserted,2,0
endpoints found under the setup margin,5,5
pin swaps,3,2
resized,34,8
## final timing paths
| path | cells past startpoint | start | slack, ps | end |
|---|---|---|---|---|
| setup / recovery | 3 | a[0] | 40 | c[0] |
| hold / removal | 3 | b[2] | 870 | c[2] |
Power is estimated from default activity; no workload was simulated.
